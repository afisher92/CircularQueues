===== ./run.sh =====
#!/bin/bash
# OpenROAD 26Q1-2900-gdf79404cd8, Yosys 0.63+post, stock flow scripts
make -C /OpenROAD-flow-scripts/flow DESIGN_CONFIG=/design/flow/config.mk WORK_HOME=/design/flow/orfs finish

===== ./config.mk =====
export PLATFORM = sky130hd
export DESIGN_NAME = LowFQueues
export DESIGN_NICKNAME = LowFQueues
export VERILOG_FILES = /design/flow/design.v
export SDC_FILE = /design/flow/constraint.sdc
export NUM_CORES = 4
export LEC_CHECK = 1
export CORE_UTILIZATION = 30
export SYNTH_MEMORY_MAX_BITS = 65536

===== ./constraint.sdc =====
current_design LowFQueues

set clk_period 4642.1
set clk_io_pct 0.2

create_clock -name clk0 -period $clk_period [get_ports {clk}]
create_clock -name clk1 -period $clk_period [get_ports {wrt_smpl}]

set non_clock_inputs [all_inputs -no_clocks]
set_input_delay [expr $clk_period * $clk_io_pct] -clock clk0 $non_clock_inputs
set_output_delay [expr $clk_period * $clk_io_pct] -clock clk0 [all_outputs]

===== ./design.v =====
module LowFQueues (
	input 			clk, rst_n,
	input [15:0] 		new_smpl,
	input 			wrt_smpl,
	output [15:0] 		smpl_out,
	output 			sequencing
);
reg [9:0] 		new_ptr, old_ptr, next_new, next_old;
reg [9:0]		read_ptr, next_read;
reg [9:0]		end_ptr;
reg 			full_reg, read;	 
reg [9:0]		cnt;				 
reg			wrt_en;		 
dualPort1024x16 i1024Port(.clk(clk),.we(wrt_en),.waddr(new_ptr),.raddr(read_ptr),.wdata(new_smpl),.rdata(smpl_out));
always @(posedge wrt_en, negedge rst_n) begin 
	if(!rst_n) begin
		new_ptr 		<= 10'h000;
		old_ptr 		<= 10'h000;
	end else begin
		new_ptr 		<= next_new;
		old_ptr			<= next_old;
	end
end
always @(posedge clk, negedge rst_n)
	if(!rst_n)
		read_ptr <= 10'h000;
	else if(read)
		read_ptr <= next_read;
assign sequencing = read;
assign end_ptr		= old_ptr + 10'd1020;
assign full_reg		= &cnt;
assign read		= (new_ptr == end_ptr);
always @(posedge wrt_smpl, negedge rst_n) begin
	if(!rst_n)
		next_new <= 10'h001;
	else
		next_new <= new_ptr + 1; 
end
always @(posedge wrt_smpl, negedge rst_n) begin
	if(!rst_n)
		next_old <= 10'h001;
	else if (read)
		next_old <= old_ptr + 1;
end
always @(posedge clk, negedge rst_n) begin
	if (!rst_n)
		next_read <= 10'h001;
	else if (read & read_ptr != new_ptr - 1)
		next_read <= read_ptr + 1;
	else
		next_read <= old_ptr;
end
always @(posedge wrt_smpl, negedge rst_n) begin
	if(!rst_n)  
		cnt		<= 10'h000;
	else if(~&cnt & wrt_en == 1) begin
		cnt		<= cnt + 1;
	end
end
always @(posedge wrt_smpl, negedge rst_n) begin
	if(!rst_n)  
		wrt_en <= 1'b0;
	else
		wrt_en <= ~wrt_en;
end
endmodule
module dualPort1024x16(clk,we,waddr,raddr,wdata,rdata);
  input clk;			 
  input we;			 
  input [9:0] waddr;		 
  input [9:0] raddr;		 
  input [15:0] wdata;		 
  output reg [15:0] rdata;	 
  reg [15:0] mem [1023:0];
  always @(posedge clk) begin
    if (we)
      mem[waddr] <= wdata;
    rdata <= mem[raddr];
  end
endmodule

==> metrics.yaml <==
critPathTopFamily: "buffers and inverters"
drtIter0Drc: 24771
worst_setup_path_end_kind: "register"
tightest_slew_ns: 1.56
path_clk_slew_ns: 0.06
cp_common_cell: "buf_4"
path_cells: "buf_8 -> buf_4 -> buf_4 -> buf_4 -> buf_4 -> buf_4"
grt_max_degree: 145
cpMaxStageDelayCell: "buf_4"
report.final.slew_viol_count: 3
antenna_found_initial: 300
r2r_cells: 18
drive_above_1_share_pct: 28.5
ys_cells: 28489
core_um2: 2100000
hp-class: "reg2reg"
cp_max_fo: 73
synth-async-reset-ratio_pct: 0.371
maxCapViolCount: 1
edf_count: 16384
initCoreUtil_pct: 30.1
regToRegStartpoint: "read_ptr[1]$_DFFE_PN0N_"
slew_headroom_pct: -4.54
grt_pass1_vias: 353338
syn_area_per_cell_um2: 22.2
endpoint: "i1024Port.mem[153][2]$_DFFE_PP_"
drc_errors: 0
die-width_um: 1450
ir_worst_vdd_v: 0.000000360
lay_top_count: "edfxtp_1"
warnings: 76
fp-row-count: 532
cp-start-kind: "primary input"
ys_types: 83
untimed_endpoints: 31
critPathRequiredTime_ns: 4643.12
r2r-end: "i1024Port.rdata[9]$_DFF_P_"
final_antenna_net_count: 0
power.density_nw_per_um2: 0.402
unclocked_pins: 20
grt-ovfl-total: 0
synthCells: 28489
path_depth: 6
portBuffers: 34
synthesis.area_um2: 632000
path_buffers: 6
hold_violations: 0
routed_wl_um: 2220000
startpoint: "new_smpl[2]"
regToRegSetupSlack_ns: 4631.01
fp.dieH_um: 1450
vias: 326086
place_hpwl_um: 1380000
firstDrtPassIters: 8
final_cell_mix: "edfxtp_1, mux4_2, buf_4"
avgRoutedWirePerCell_um: 36.4
min_path_cells: 4
outcome: "complete, but fails checks"
cp.arrival_ns: 932.74
slowest_delay_ns: 0.93
ys_warn_count: 5
grt_pass1_wl_um: 2970000
criticalPathCategory: "in2reg"
cts_resized: 0
grt_use_total_pct: 22.4
ios: 36
hold_buffers: 0
tritoncts: "built"
setup-tns-final_ns: 0
ys_seq_share_pct: 78.2
post_cts_buffers: 0
setup-violations-final: 0
violations: "capacitance limit, slew limit"
gp_congestion: 0.938
vias_per_cell: 5.34
fin_skew_ns: 0.178
ff_type: "edfxtp_1"
leakage_nw: 220
ys_chip_area_um2: 632000
rsz0062_at_grt: "no"
ys_ff: 16461
power.total_uw: 295
chipArea_um2: 2110000
syn_to_final_growth_pct: 16.0
==> metal layers <==
metal	global-route usage, %	share of wire [%]	vias up
met5	12.3	1.2	-
met4	12.5	6.7	532
met3	25.3	25	5625
met2	30.1	43	31911
met1	17.5	24	161079
li1	-	-	126939
==> power by group <==
part / internal (mW) / switching, mW
sequential: 0.163 / 0.00000179
combinational: 0.000170 / 0.00236
clock: 0.0733 / 0.0555
total: 0.237 / 0.0579
==> flip-flops by register name, summed over array words and instances (netlist names) <==
register / cells
read_ptr: 10
next_old: 10
next_read: 10
new_ptr: 10
i1024Port.rdata: 16
next_new: 10
wrt_en: 1
old_ptr: 10
i1024Port.mem: 16384
==> synthesized netlist by cell type, drive strengths merged, types with 34 or more instances <==
| master | count | area (um^2) |
|---|---|---|
| edfxtp | 16384 | 492000 |
| mux4 | 3727 | 83900 |
| mux2i | 1435 | 14400 |
| nor2 | 1218 | 4570 |
| buf | 978 | 7000 |
| clkbuf | 813 | 3050 |
| nand2 | 605 | 2270 |
| a22oi | 534 | 4010 |
| a21oi | 457 | 2290 |
| o21ai | 359 | 1800 |
| a221oi | 315 | 2760 |
| o22ai | 227 | 1420 |
| o221ai | 213 | 1870 |
| nand3 | 153 | 766 |
| a211oi | 105 | 788 |
| a22o | 94 | 823 |
| nor3 | 87 | 435 |
| a31oi | 84 | 526 |
| mux2 | 59 | 664 |
| dfrtp | 58 | 1450 |
| o211ai | 34 | 255 |
==> kinds of logic (layout without fill, tap and decap cells) <==
kind of cell	Yosys count	in the layout	share of synthesized area, %
compound gates	2693	2693	3.00
xor+xnor	49	49	0.0679
fa+ha+maj	8	8	0.0158
buf+inv	1807	5655	1.60
flops	16461	16461	78.2
mux	5221	5221	15.7
other cells	0	693	0
simple gates	2250	2250	1.47
==> stage by stage <==
step | hold WS (ns) | instance area, um^2 | worst slack (ns) | util, % | std cells
floorplan | 0.426 | 632000 | 3713.42 | - | 28489
global placement | 0.452 | 680000 | 3709.48 | 32.4 | 57411
detailed placement | 0.438 | 680000 | 3709.23 | 32.4 | 57414
CTS | 0.111 | 731000 | 3710.63 | 34.8 | 60369
global route | 0.249 | 733000 | 3710.26 | 34.9 | 60877
finish | 0.196 | 733000 | 3710.38 | 34.9 | 61065
==> layout make-up <==
| type | count | area, um^2 |
|---|---|---|
| Fill cell | 189009 | 1370000 |
| Clock buffer | 2059 | 43800 |
| Clock inverter | 896 | 7470 |
| Multi-Input combinational cell | 10221 | 130000 |
| Timing Repair Buffer | 2684 | 21000 |
| Sequential cell | 16461 | 494000 |
| Antenna cell | 693 | 1730 |
| Tap cell | 28035 | 35100 |
| Inverter | 16 | 106 |
==> worst min path at each step <==
stage,from,to
after CTS,wrt_en$_DFF_PN0_,i1024Port.mem[814][7]$_DFFE_PP_
after global routing,wrt_en$_DFF_PN0_,i1024Port.mem[814][7]$_DFFE_PP_
final,wrt_en$_DFF_PN0_,i1024Port.mem[814][7]$_DFFE_PP_
==> worst min-delay path: stages (launching register included) <==
cell and delay [ns]:
dfrtp_2 0.40, nand2b_1 0.09, nor2_1 0.16, nand2_4 0.32
nor2_1 0.17
No activity file was given, so power comes from the tool's default toggle rates.
