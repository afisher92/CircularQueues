==> /design/flow/design.v <==
`timescale 1ns/ 100 ps
module FIFO_v #(parameter ADDR_W = 4, DATA_W = 24, BUFF_L = 16, ALMST_F = 3, ALMST_E = 3) 	 
			(
			output reg 		[DATA_W- 1	:	0]				data_out,
			output reg 		[ADDR_W		:	0]				data_count,
			output	reg															empty,
			output	reg															full,
			output	reg															almst_empty,
			output	reg															almst_full,
			output	reg															err,
			input		wire	[DATA_W -1	:	0]				data_in,
			input		wire														wr_en,
			input		wire														rd_en,
			input		wire 														n_reset,
			input		wire														clk
			);
			reg 				[DATA_W-1 : 0] 	mem_array [0 : (2**ADDR_W)-1];
			reg					[ADDR_W-1 : 0]	rd_ptr, wr_ptr;
			reg					[ADDR_W-1 : 0]	rd_ptr_nxt, wr_ptr_nxt;
			reg														full_ff, empty_ff;
			reg														full_ff_nxt, empty_ff_nxt;
			reg														almst_f_ff, almst_e_ff;
			reg														almst_f_ff_nxt, almst_e_ff_nxt;
			reg					[ADDR_W : 0]		q_reg, q_nxt;
			reg														q_add, q_sub;
	always @ (posedge clk)
		begin	:	reg_update
			if(n_reset == 1'b 0)
				begin
					rd_ptr <= {(ADDR_W-1){1'b 0}};
					wr_ptr <= {(ADDR_W-1){1'b 0}};
					full_ff <= 1'b 0;
					empty_ff <= 1'b 1;
					almst_f_ff <= 1'b 0;
					almst_e_ff <= 1'b 1;
					q_reg <= {(ADDR_W){1'b 0}};
				end
			else
				begin
					rd_ptr <= rd_ptr_nxt;
					wr_ptr <= wr_ptr_nxt;
					full_ff <= full_ff_nxt;
					empty_ff <= empty_ff_nxt;
					almst_f_ff <= almst_f_ff_nxt;
					almst_e_ff <= almst_e_ff_nxt;
					q_reg <= q_nxt;
				 end
		end	 
	always @ ( almst_e_ff, almst_f_ff, q_reg)
		begin	:	Wtr_Mrk_Cont
			almst_e_ff_nxt = almst_e_ff;
			almst_f_ff_nxt = almst_f_ff;				
			if(q_reg < ALMST_E)
				almst_e_ff_nxt = 1'b 1;
			else
				almst_e_ff_nxt = 1'b 0;
			if(q_reg > BUFF_L-ALMST_F)
				almst_f_ff_nxt = 1'b 1;
			else
				almst_f_ff_nxt = 1'b 0;
		end	 
	always @ (wr_en, rd_en, wr_ptr, rd_ptr, empty_ff, full_ff, q_reg)
		begin
			wr_ptr_nxt = wr_ptr ;											 
			rd_ptr_nxt = rd_ptr;
			full_ff_nxt = full_ff;
			empty_ff_nxt = empty_ff;
			q_add = 1'b 0;
			q_sub = 1'b 0;
			if(wr_en == 1'b 1 & rd_en == 1'b 0)
				begin
					if(full_ff == 1'b 0)
						begin
							if(wr_ptr < BUFF_L-1)									
								begin
									q_add = 1'b 1;
									wr_ptr_nxt = wr_ptr + 1;
									empty_ff_nxt = 1'b 0;
								end
							else
								begin
									wr_ptr_nxt = {(ADDR_W-1){1'b 0}};
									empty_ff_nxt = 1'b 0;
								end
							if( (wr_ptr+1 == rd_ptr) || ((wr_ptr == BUFF_L-1) && (rd_ptr == 1'b 0)))   
								full_ff_nxt = 1'b 1;
						end
				end
			if( (wr_en == 1'b 0) && (rd_en == 1'b 1))
				begin					
					if(empty_ff == 1'b 0) 
						begin
							if(rd_ptr < BUFF_L-1 )													
								begin
									if(q_reg > 0)
										q_sub = 1'b 1;
									else
										q_sub = 1'b 0;
									rd_ptr_nxt = rd_ptr + 1;
									full_ff_nxt = 1'b 0;
								end
							else	
								begin
									rd_ptr_nxt = {(ADDR_W-1){1'b 0}}; 
									full_ff_nxt = 1'b 0;		
								end
							if( (rd_ptr  + 1 == wr_ptr) || ((rd_ptr == BUFF_L -1) && (wr_ptr == 1'b 0 )))  
								empty_ff_nxt = 1'b 1;
						end
				end
			if( (wr_en == 1'b 1) && (rd_en == 1'b 1)) 
				begin
					if(wr_ptr < BUFF_L -1) 
						wr_ptr_nxt = wr_ptr  + 1;	
					else											
						wr_ptr_nxt =  {(ADDR_W-1){1'b 0}}; 
					if(rd_ptr < BUFF_L -1) 
						rd_ptr_nxt = rd_ptr + 1;		
					else
						rd_ptr_nxt = {(ADDR_W-1){1'b 0}}; 
				end
		end   
	always @ (posedge clk)
		begin		:		mem_cont
			if( n_reset == 1'b 0)
				begin
					mem_array[rd_ptr] <=  {(DATA_W-1){1'b 0}}; 
					data_out <= {(DATA_W-1){1'b 0}}; 
					err <= 1'b 0;
				end
			else
				begin
					if( (wr_en == 1'b 1) && (full_ff == 1'b 0) )
						begin
							mem_array[wr_ptr] <=  data_in;
							err <= 1'b 0;						
						end
					else if( (wr_en == 1'b 1) && (full_ff == 1'b 1))       
						err <= 1'b 1;
					if( (rd_en == 1'b 1) && (empty_ff == 1'b 0))
						begin
							data_out <= mem_array[rd_ptr];
							err <= 1'b 0;
						end
					else if( (rd_en == 1'b 1) && (empty_ff == 1'b 1))
						err <= 1'b 1;
				end	 
		end	 
	always @ ( q_sub, q_add, q_reg)
		begin	:	Counter
			case( {q_sub , q_add} )
				2'b 01 :
						q_nxt = q_reg + 1;
				2'b 10 :
						q_nxt = q_reg - 1;
				default :
						q_nxt = q_reg;
			endcase 	
		end	 
	always @ (full_ff, empty_ff, almst_e_ff, almst_f_ff, q_reg)
		begin
			full = full_ff;
			empty = empty_ff;
			almst_empty = almst_e_ff; 
			almst_full = almst_f_ff;
			data_count = q_reg;
		end
endmodule
==> /design/flow/run.sh <==
#!/bin/bash
# OpenROAD 26Q1-2900-gdf79404cd8, Yosys 0.63+post, stock flow scripts
make -C /OpenROAD-flow-scripts/flow DESIGN_CONFIG=/design/flow/config.mk WORK_HOME=/design/flow/orfs finish
==> /design/flow/config.mk <==
export PLATFORM = sky130hd
export DESIGN_NAME = FIFO_v
export DESIGN_NICKNAME = FIFO_v
export VERILOG_FILES = /design/flow/design.v
export SDC_FILE = /design/flow/constraint.sdc
export NUM_CORES = 4
export LEC_CHECK = 1
export CORE_UTILIZATION = 50
==> /design/flow/constraint.sdc <==
current_design FIFO_v

set clk_period 11.4
set clk_io_pct 0.2

create_clock -name clk0 -period $clk_period [get_ports {clk}]

set non_clock_inputs [all_inputs -no_clocks]
set_input_delay [expr $clk_period * $clk_io_pct] -clock clk0 $non_clock_inputs
set_output_delay [expr $clk_period * $clk_io_pct] -clock clk0 [all_outputs]
==> results.tsv <==
stage	metric	value	unit
status	status	finished, final reports clean	
worst_setup_path	r2r-end	q_reg[2]$_SDFFE_PN0P_	
worst_setup_path	critical_path.max_fanout	15	
yosys	syn_inst	852	
global_route	grt_pass1_wl	52.65	mm
floorplanning	die_width	184.8	um
worst_setup_path	arrival	5.22	ns
cells_and_area	logic_area	4033	um^2
floorplanning	io_pins	62	
final_timing	setup_viol	0	
flow_run	tool_warnings	28	
yosys	ys_seq_share	74.09	%
routing	drtIter0Drc	463	
worst_setup_path	critPathMaxStageDelay	0.66	ns
final_timing	tns	0	ns
yosys	edf_count	384	
worst_hold_path	min_from	data_out[0]$_SDFFE_PN0P_	
worst_setup_path	startpoint_type	input port	
final_timing	rsz0062_at_grt	no	
final_timing	min_period_over_period	41.81	%
routing	viasPerCell	5.932	
worst_setup_path	crit_chain	clkdlybuf4s50_1 -> nand2b_1 -> or3_1 -> ha_1 -> xor2_1 -> ha_1 -> a21oi_1 -> xnor2_1 -> or3_1 -> a21oi_1	
floorplanning	initCoreUtil	51.06	%
routing	wire_per_inst	24.63	um
placed_design	place_congestion	0.8356	
yosys	synthesis.area	16700	um^2
power	power_density	171.1	nW/um^2
final_timing	worstMarginPinSlew	0.7606	ns
routing	drc	0	
floorplanning	chipArea	34130	um^2
final_timing	final.setup_skew	0.01284	ns
final_timing	max_freq	209.8	MHz
clock_tree	postCtsSetupRepairBufs	0	
power	clock_power_share	41.2	%
cells_and_area	final_util	58.65	%
flow_run	max-cap-violations	0	
cells_and_area	nFillCells	2314	
cells_and_area	largest_reg_flops	384	
yosys	synth_top_flop_cell	edfxtp_1	
global_route	grt_overflow	0	
global_route	grtUsageTotal	24.05	%
power	irDropWorstVdd	0.1125	mV
worst_setup_path	critPathCaptureType	flop	
final_timing	layout_min_cycle_time	4.767	ns
clock_tree	cts_root_buf	clkbuf_16	
power	intPower	2612	uW
cells_and_area	seq_area	12380	um^2
yosys	ys_ff	426	
yosys	syn_avg_cell_area	19.60	um^2
clock_tree	clk_latency	0.53	ns
worst_setup_path	critPathKind	input port to flop	
routing	drt-pass1-iter-count	4	
cells_and_area	most-common-layout-cells	384 x edfxtp_1, 82 x mux4_2, 61 x clkdlybuf4s50_1	
final_timing	max_slew_margin	48.76	%
final_timing	setup_slack	6.633	ns
final_timing	hold_violations	0	
final_timing	drv_slew	0	
clock_tree	cts.sinks	426	
cells_and_area	drive_gt1_share	19.57	%
clock_tree	cts.path.max_buffers	3	
power	p_leak	0.006005	uW
worst_setup_path	r2r-start	rd_ptr[0]$_SDFFE_PN0P_	
worst_hold_path	hold_path_end	data_out[0]$_SDFFE_PN0P_	
yosys	yosysUniqueCellTypes	47	
placed_design	dp.cells	1329	
power	combPwrFrac	5.5	%
placed_design	pre_cts_slack	6.208	ns
floorplanning	rows	66	
routing	ant_nets	0	
worst_setup_path	r2r_setup_slack	8.22	ns
floorplanning	coreArea	32700	um^2
clock_tree	clk_pin_slew_worst_paths	0.06	ns
clock_tree	cts_resized	0	
worst_setup_path	reg2reg_depth	10	
worst_hold_path	whs_path_depth	2	
power	seqPwrFrac	53.3	%
global_route	grt_pass1_vias	9050	
worst_setup_path	cp.required	11.85	ns
worst_hold_path	hp-class	flop to flop	
global_route	antenna_found_initial	0	
cells_and_area	area_delta_synth_final	14.87	%
yosys	ys_warn_count	1	
clock_tree	htreeDepth	2	
power	p_sw	669.1	uW
placed_design	portBuffers	61	
floorplanning	chipHeight	184.8	um
clock_tree	cts-buffers-inserted	44	
power	swShare	20.39	%
clock_tree	hold_buffers	0	
cells_and_area	layoutNonFillerInstCount	1409	
cells_and_area	mostFrequentLayoutCell	edfxtp_1	
placed_design	hpwl	19.97	mm
routing	vias	8358	
clock_tree	cts_tree	yes	
worst_setup_path	crit_slowest_cell	clkdlybuf4s50_1	
routing	wl	34.71	mm
yosys	ys_area	16700	um^2
global_route	grt_max_degree	47	
yosys	ys_cells	852	
yosys	async_flop_share	0	%
[final cells by class]
type / count / area share, %
Timing Repair Buffer: 87 / 4.201
Multi-Input combinational cell: 364 / 21.02
Antenna cell: 1 / 0.01305
Inverter: 10 / 0.1957
Tap cell: 442 / 2.883
Sequential cell: 426 / 64.55
Clock buffer: 63 / 6.484
Clock inverter: 16 / 0.6523
[Yosys cell counts, types with 2 or more instances]
| master | number | area share [%] |
|---|---|---|
| inv_1 | 10 | 0.22 |
| a32oi_1 | 3 | 0.16 |
| buf_2 | 17 | 0.51 |
| xor2_1 | 7 | 0.37 |
| clkbuf_2 | 2 | 0.060 |
| o22ai_1 | 2 | 0.075 |
| edfxtp_1 | 384 | 69 |
| a21o_1 | 2 | 0.090 |
| nor2b_1 | 2 | 0.075 |
| mux2i_1 | 28 | 1.7 |
| nand2_1 | 35 | 0.79 |
| and2_1 | 24 | 0.90 |
| nand4_1 | 2 | 0.075 |
| o21ai_0 | 4 | 0.12 |
| nand3_1 | 4 | 0.12 |
| nor3b_1 | 3 | 0.13 |
| nand3b_1 | 4 | 0.18 |
| nor3_1 | 7 | 0.21 |
| buf_4 | 2 | 0.090 |
| nor2_1 | 30 | 0.67 |
| a31oi_1 | 11 | 0.41 |
| and3_1 | 4 | 0.15 |
| ha_1 | 7 | 0.52 |
| a21oi_1 | 12 | 0.36 |
| dfxtp_1 | 42 | 5.0 |
| o211ai_1 | 25 | 1.1 |
| nand2b_1 | 6 | 0.22 |
| a22oi_1 | 24 | 1.1 |
| mux4_1 | 14 | 2.2 |
| mux4_2 | 82 | 11 |
| buf_6 | 9 | 0.61 |
| clkbuf_1 | 20 | 0.45 |
| or3_1 | 4 | 0.15 |
| xnor2_1 | 7 | 0.37 |
[routing by layer]
metal  wire, um  part of all wire [%]  global-route usage, %  vias up
met4        608                   1.8                  3.438        2
met3       6290                    18                  19.59       53
met5         36                  0.10                  1.630        -
met2      15050                    43                  31.41      543
met1      12730                    37                  35.25     4116
li1           -                     -                      -     3644
[power groups by stage]
| stage | combinational (uW) | clock, uW | sequential, uW |
|---|---|---|---|
| after global routing | 197 | 1440 | 1750 |
| after CTS | 181 | 1380 | 1750 |
| final | 180 | 1350 | 1750 |
[kinds of logic (layout without fill, tap and decap cells)]
group                    after synthesis  in the layout  synth area share [%]
AND/OR/NAND/NOR                      130            130                 3.911
buffers and inverters                 62            176                 2.083
AND-OR/OR-AND                         89             89                 3.717
multiplexers                         124            124                 14.94
adder cells (fa/ha/maj)                7              7                0.5245
XOR/XNOR                              14             14                0.7343
flip-flops                           426            426                 74.09
other                                  0              1                     0
[worst max-delay path by stage]
stage | startpoint | end | cells after the start
4_1_cts | rd_en | q_reg[2]$_SDFFE_PN0P_ | 10
6_report | rd_en | q_reg[2]$_SDFFE_PN0P_ | 10
5_1_grt | rd_en | q_reg[2]$_SDFFE_PN0P_ | 10
[stage by stage]
step                area [um^2]  hold WS, ns  power (uW)
floorplan                 16700       0.4121        1896
global placement          17810       0.4532        1956
detailed placement        17810       0.4572        1960
CTS                       19180       0.4693        3310
global route              19180       0.4897        3386
finish                    19180       0.4664        3281
[critical path, delay by kind of cell]
| kind | cells | cell delay [ns] |
|---|---|---|
| AOI/OAI and AO/OA | 2 | 0.43 |
| xor gates and xnor gates | 2 | 0.31 |
| adders and majority gates | 2 | 0.51 |
| buffers and inverters | 1 | 0.66 |
| and+or+nand+nor | 3 | 1.01 |
Power figures rest on the tool's default switching activity, not on a simulated workload.
