`constraint.sdc`:
```
current_design dualPort1536x16

set clk_period 70.6
set clk_io_pct 0.2

create_clock -name clk0 -period $clk_period [get_ports {clk}]

set non_clock_inputs [all_inputs -no_clocks]
set_input_delay [expr $clk_period * $clk_io_pct] -clock clk0 $non_clock_inputs
set_output_delay [expr $clk_period * $clk_io_pct] -clock clk0 [all_outputs]
```
`config.mk`:
```
export PLATFORM = sky130hd
export DESIGN_NAME = dualPort1536x16
export DESIGN_NICKNAME = dualPort1536x16
export VERILOG_FILES = /design/flow/design.v
export SDC_FILE = /design/flow/constraint.sdc
export NUM_CORES = 4
export LEC_CHECK = 1
export CORE_UTILIZATION = 40
export SYNTH_MEMORY_MAX_BITS = 65536
```
`design.v`:
```
module dualPort1536x16(clk,we,waddr,raddr,wdata,rdata);
  input clk;			 
  input we;			 
  input [10:0] waddr;		 
  input [10:0] raddr;		 
  input [15:0] wdata;		 
  output reg [15:0] rdata;	 
  reg [15:0] mem [1535:0];
  always @(posedge clk) begin
    if (we)
      mem[waddr] <= wdata;
    rdata <= mem[raddr];
  end
endmodule
```
`run.sh`:
```
#!/bin/bash
# OpenROAD 26Q1-2900-gdf79404cd8, Yosys 0.63+post, stock flow scripts
make -C /OpenROAD-flow-scripts/flow DESIGN_CONFIG=/design/flow/config.mk WORK_HOME=/design/flow/orfs finish
```
==> impl_table.tex <==
% Synthesis and place-and-route results
\begin{tabular}{lr}
\hline
Metric & Value \\
\hline
\multicolumn{2}{l}{\textbf{Place}} \\
\quad Placer Congestion & approximately 0.95 \\
\quad Placed instance count & 72876 \\
\quad HPWL reported at the end of detailed placement & 1876 mm \\
\quad Count of input and output buffers & $\sim$55 \\
\multicolumn{2}{l}{\textbf{STA}} \\
\quad Final-report hold violation count & 0 \\
\quad Setup TNS & 0 ns \\
\quad Final clock period utilization by the worst path & 0.3202 \\
\quad Worst rel slew slack & -0.1996 \\
\quad Setup violations, final & 0 \\
\quad Setup clock skew after layout & 0.1694 ns \\
\quad Worst-margin pin slew & around 1.8 ns \\
\quad Fmax & between 40 and 50 MHz \\
\quad Unrepaired setup endpoints after global routing & no \\
\quad Final Max-Slew Violation Tally & 10 \\
\quad Min Tclk post-route & 22.61 ns \\
\quad Final hold slack & 1.244 ns \\
\multicolumn{2}{l}{\textbf{Yosys}} \\
\quad Area share of the leading cell type in the synthesized netlist & 0.7837 \\
\quad Largest cells by area after synthesis & sky130\_fd\_sc\_hd\_\_edfxtp\_1 78\%, sky130\_fd\_sc\_hd\_\_mux4\_2 16\%, sky130\_fd\_sc\_hd\_\_mux2i\_1 1.1\%, sky130\_fd\_sc\_hd\_\_nor2\_1 0.69\%, sky130\_fd\_sc\_hd\_\_a22oi\_1 0.44\% \\
\quad Yosys stat area & 941700 µm² \\
\quad Yosys Warn Count & 1 \\
\quad Cell type with the highest aggregate area in the netlist & sky130\_fd\_sc\_hd\_\_edfxtp\_1 \\
\quad Synthesized area per cell & approximately 23 µm² \\
\quad Cells in synth\_stat.txt & a little over 40000 \\
\quad Synthesized registers & 24592 \\
\quad Most common reg cell & sky130\_fd\_sc\_hd\_\_edfxtp\_1 \\
\quad XOR/XNOR Fraction of Synth Area & 0 \\
\quad Share of synthesized cell area in and-or and or-and compound cells & 0.01698 \\
\quad Area fraction in and, or, nand and nor cells after synthesis & 0.01412 \\
\quad Proportion of synthesized chip area in sequential cells & 0.7840 \\
\quad Top comb family, area & multiplexers \\
\quad Unique cell types & 78 \\
\quad Fa+ha+maj area frac & 0 \\
\quad Cell count after synthesis & 40291 \\
\quad Synthesized cell area & 941700 µm² \\
\quad Post-synthesis async set-or-reset flop share & 0 \\
\quad MUX area fraction & 0.1711 \\
\quad Number of flops mapped to enable cells by yosys & 24576 \\
\multicolumn{2}{l}{\textbf{Route}} \\
\quad Overall via count from detail\_route & $\sim$460k \\
\quad Routed wirelength normalized by instance count & around 38 µm \\
\quad Router iterations before antenna repair & 8 \\
\quad Final wirelength & between 2000 and 3000 mm \\
\quad Violation count after the first detailed-route iteration & 33099 \\
\quad Via density per instance & 5.871 \\
\quad Total DRC errors in the routed layout & 0 \\
\quad Antenna-violating nets left & 0 \\
\multicolumn{2}{l}{\textbf{Final layout}} \\
\quad Post-route insts no fill & slightly below 80000 \\
\quad Share of cells above drive strength 1 & 0.3214 \\
\quad Area delta synth->final & 14.60\% \\
\quad Filler cells & 187372 \\
\multicolumn{2}{l}{\textbf{Critical path}} \\
\quad Top fanout value on the critical path & roughly 50 \\
\quad Crit path to & rdata[14] \\
\quad Cell occurring most often along the worst timing path & sky130\_fd\_sc\_hd\_\_buf\_4 \\
\quad Slowest CP cell & sky130\_fd\_sc\_hd\_\_buf\_4 \\
\quad Crit Reg-Reg Startpoint & mem[452][15] \\
\quad Data arrival time of the critical path & 24.14 ns \\
\quad Slowest stage delay, CP & 0.84 ns \\
\quad Reg2reg setup slack & 65.45 ns \\
\quad Critical path class & input pin to flip-flop \\
\quad Critical path buffer and inverter count & 13 \\
\quad Endpoint type of the worst setup path & flip-flop \\
\quad Cell count along the critical path & 20 \\
\quad Timing startpoint of the critical path & raddr[0] \\
\quad List of cells traversed by the critical path & buf\_16, buf\_4, buf\_4, buf\_4, buf\_4, buf\_4, buf\_4, buf\_4, buf\_4, buf\_4, buf\_4, mux4\_2, mux4\_2, a22oi\_1, nand4\_1, a221oi\_2, buf\_4, nor3\_2, buf\_4, o32a\_1 \\
\quad Worst endpoint required time & 72.13 ns \\
\quad Worst flop-to-flop path endpoint & rdata[15] \\
\quad Top delay family on crit path & buffers and inverters \\
\quad Startpoint types & input pin \\
\quad Number of cells on the worst reg-to-reg path & 8 \\
\multicolumn{2}{l}{\textbf{Global route}} \\
\quad Antenna violations before repair & around 330 \\
\quad Global routing usage summed across all routing layers & 0.2780 \\
\quad Remaining global-route overflow & 0 \\
\quad Pin count of the biggest net entering global routing & 132 \\
\quad Number of global-route vias before repair & 507559 \\
\quad Global-route wire length before repair & 4054 mm \\
\multicolumn{2}{l}{\textbf{Clocking}} \\
\quad CTS H-Tree Depth & 8 \\
\quad Bufs on Longest Clock Path & 6 \\
\quad Hold bufs inserted after CTS & 0 \\
\quad Clock root buffer & sky130\_fd\_sc\_hd\_\_clkbuf\_16 \\
\quad Clock Sinks & 24592 \\
\quad Number of resized instances in the post-cts repair step & 0 \\
\quad CTS tree & built \\
\quad Clock transition time at the flip-flop clock pins of the worst setup and hold paths & about 0.060 ns \\
\quad Source-to-sink clock delay at the later pin of the worst-skew pair & 1.72 ns \\
\quad Clock buffers created by TritonCTS & 2452 \\
\quad Setup Buffers After CTS & 0 \\
\multicolumn{2}{l}{\textbf{Floorplanning}} \\
\quad Site row count & 563 \\
\quad Horiz. Die Dim & 1.536 mm \\
\quad Die area & 2360000 µm² \\
\quad I/O pins & roughly 56 \\
\quad Core area & roughly 2300000 µm² \\
\quad Fp util & 0.4010 \\
\quad Die extent in y & between 1.5 and 2 mm \\
\multicolumn{2}{l}{\textbf{Flow run}} \\
\quad Total tool warning count & 127 \\
\quad Max capacitance violation total & 2 \\
\multicolumn{2}{l}{\textbf{Status}} \\
\quad Failing checks & capacitance limit, slew limit \\
\quad Run status & finished with violations \\
\multicolumn{2}{l}{\textbf{Pwr}} \\
\quad Highest ir drop seen on vdd & 0.00003215 V \\
\quad Overall power of the completed layout & 30340 µW \\
\quad Power per standard cell area & 28.11 nW/µm² \\
\quad Leak & around 0.33 µW \\
\multicolumn{2}{l}{\textbf{Worst hold path}} \\
\quad Tightest Hold Check Type & flip-flop to flip-flop \\
\hline
\end{tabular}
## where the power goes
group | switching [µW] | total, µW | internal (µW)
clock | 5580 | 12600 | 7060
combinational | 1100 | 1620 | 514
sequential | 11.2 | 16100 | 16100
total | 6690 | 30300 | 23600
## Yosys cell counts, types with 20 or more instances
| library cell | instances |
|---|---|
| sky130_fd_sc_hd__nand2_1 | 824 |
| sky130_fd_sc_hd__o211ai_1 | 44 |
| sky130_fd_sc_hd__nor3_1 | 99 |
| sky130_fd_sc_hd__a32oi_1 | 74 |
| sky130_fd_sc_hd__nor4_1 | 42 |
| sky130_fd_sc_hd__buf_6 | 243 |
| sky130_fd_sc_hd__a22o_1 | 95 |
| sky130_fd_sc_hd__buf_4 | 368 |
| sky130_fd_sc_hd__mux4_2 | 6645 |
| sky130_fd_sc_hd__a21oi_1 | 448 |
| sky130_fd_sc_hd__edfxtp_1 | 24576 |
| sky130_fd_sc_hd__a221oi_1 | 138 |
| sky130_fd_sc_hd__o22ai_1 | 222 |
| sky130_fd_sc_hd__a211oi_1 | 69 |
| sky130_fd_sc_hd__mux2_2 | 77 |
| sky130_fd_sc_hd__nor2b_1 | 25 |
| sky130_fd_sc_hd__o21ai_0 | 221 |
| sky130_fd_sc_hd__buf_1 | 206 |
| sky130_fd_sc_hd__and2_1 | 22 |
| sky130_fd_sc_hd__nand3_1 | 284 |
| sky130_fd_sc_hd__buf_2 | 535 |
| sky130_fd_sc_hd__o2111ai_1 | 20 |
| sky130_fd_sc_hd__clkbuf_1 | 1049 |
| sky130_fd_sc_hd__mux2i_1 | 1050 |
| sky130_fd_sc_hd__nor2_1 | 1725 |
| sky130_fd_sc_hd__a22oi_1 | 551 |
| sky130_fd_sc_hd__and3_1 | 29 |
| sky130_fd_sc_hd__nand4_1 | 72 |
| sky130_fd_sc_hd__o221ai_1 | 169 |
| sky130_fd_sc_hd__a31oi_1 | 101 |
## metal layers
| metal | vias up | wire, µm | GRT usage | share of wire |
|---|---|---|---|---|
| li1 | 180878 | - | - | - |
| met1 | 228885 | 745000 | 0.2493 | 0.25 |
| met2 | 39897 | 1314000 | 0.3736 | 0.44 |
| met3 | 6774 | 695700 | 0.2893 | 0.23 |
| met4 | 493 | 197600 | 0.1430 | 0.066 |
| met5 | - | 21440 | 0.08359 | 0.0072 |
## how the worst min path moves through the flow
| stage | end | slack [ns] | depth (start not counted) | from |
|---|---|---|---|---|
| 6_report | rdata[12] | 1.24 | 5 | mem[397][12] |
| 4_1_cts | rdata[12] | 1.24 | 5 | mem[397][12] |
| 5_1_grt | rdata[12] | 1.30 | 5 | mem[397][12] |
## worst reg2reg max path: stages, from the launching register on
cell and delay, ns:
sky130_fd_sc_hd__edfxtp_1 0.37, sky130_fd_sc_hd__mux4_2 0.45, sky130_fd_sc_hd__a22oi_1 0.49, sky130_fd_sc_hd__nand3_1 0.41
sky130_fd_sc_hd__o21ai_0 1.03, sky130_fd_sc_hd__nand4_1 0.85, sky130_fd_sc_hd__o21ai_0 1.04, sky130_fd_sc_hd__buf_4 0.25
sky130_fd_sc_hd__a41oi_1 0.12
## cells in the final DEF, fill, tap and decap left out, types with 41 or more instances in the layout
master,count
sky130_fd_sc_hd__edfxtp_1,24576
sky130_fd_sc_hd__mux4_2,6645
sky130_fd_sc_hd__buf_4,3525
sky130_fd_sc_hd__clkbuf_16,2481
sky130_fd_sc_hd__mux2i_1,1048
sky130_fd_sc_hd__nor2_2,852
sky130_fd_sc_hd__nor2_1,830
sky130_fd_sc_hd__nand2_1,768
sky130_fd_sc_hd__clkbuf_1,560
sky130_fd_sc_hd__a22oi_1,551
sky130_fd_sc_hd__diode_2,546
sky130_fd_sc_hd__clkinv_1,539
sky130_fd_sc_hd__a21oi_1,442
sky130_fd_sc_hd__clkinv_2,400
sky130_fd_sc_hd__nand3_1,257
sky130_fd_sc_hd__o22ai_1,219
sky130_fd_sc_hd__o21ai_0,214
sky130_fd_sc_hd__o221ai_1,167
sky130_fd_sc_hd__bufinv_16,149
sky130_fd_sc_hd__a221oi_1,136
sky130_fd_sc_hd__a31oi_1,97
sky130_fd_sc_hd__a22o_1,95
sky130_fd_sc_hd__mux2_2,77
sky130_fd_sc_hd__nor3_1,76
sky130_fd_sc_hd__clkinv_16,76
sky130_fd_sc_hd__a32oi_1,74
sky130_fd_sc_hd__nand4_1,72
sky130_fd_sc_hd__a211oi_1,66
sky130_fd_sc_hd__buf_12,53
sky130_fd_sc_hd__inv_6,51
sky130_fd_sc_hd__clkinvlp_4,48
sky130_fd_sc_hd__o211ai_1,44
sky130_fd_sc_hd__nor2_4,43
sky130_fd_sc_hd__nand2_2,42
sky130_fd_sc_hd__inv_16,41
sky130_fd_sc_hd__clkinv_8,41
## cell type report
cell class	count	area, µm²	share of cell area
flip-flops and latches	24592	738300	0.6841
multi-input cells	13286	194200	0.1800
clock buffers	3054	64370	0.05964
well taps	31357	39230	0.03636
repair buffers	3631	28420	0.02633
clock inverters	1354	13160	0.01220
diodes	546	1366	0.001266
inverters	10	83.83	0.00007768
## flip-flops by register name, summed over array words and instances, names as in the netlist
signal	flops
rdata	16
mem	24576
## logic make-up after synthesis
| kind of cell | after synthesis |
|---|---|
| and+or+nand+nor | 3207 |
| muxes | 7777 |
| AOI/OAI and AO/OA | 2302 |
| buffers and inverters | 2413 |
| DFF | 24592 |
## per-stage QoR
| step | area [µm²] | util | worst slack, ns |
|---|---|---|---|
| finish | 1079000 | 0.4595 | 47.99 |
| global route | 1079000 | 0.4592 | 47.45 |
| CTS | 1078000 | 0.4589 | 47.99 |
| detailed placement | 1000000 | 0.4259 | 46.27 |
| global placement | 1000000 | 0.4259 | 46.22 |
| floorplan | 941700 | - | 53.42 |
Power is estimated from default activity; no workload was simulated.
